File: design/flow/design.v
module MUX4_1_32bit (
    input  wire [31:0] in1, in2, in3, in4,
    input  wire [1:0] sel,
    output reg  [31:0] out
);
  always @(*) begin
    case (sel)
      2'b00: out = in1;
      2'b01: out = in2;
      2'b10: out = in3;
      2'b11: out = in4;
    endcase
  end
endmodule
module MUX4_1_8bit (
    input  wire [7:0] in1, in2, in3, in4,
    input  wire [1:0] sel,
    output reg  [7:0] out
);
  always @(*) begin
    case (sel)
      2'b00: out = in1;
      2'b01: out = in2;
      2'b10: out = in3;
      2'b11: out = in4;
    endcase
  end
endmodule
module MUX2_1_32bit (
    input wire [31:0] in1, in2,
    input wire sel,
    output reg [31:0] out
);
  always @(*) begin
    case (sel)
      1'b0: out = in1;
      1'b1: out = in2;
    endcase
  end
endmodule
module ArithmeticLogicUnitSystem(
    input wire MuxDSel, IR_Write, IR_LH, 
               DR_E, ALU_WF, Mem_WR, Mem_CS,
               Clock,
    input wire [1:0] MuxASel, MuxBSel, MuxCSel, DR_FunSel, 
                     ARF_OutCSel, ARF_OutDSel, ARF_FunSel,
    input wire [2:0] RF_FunSel, RF_OutASel, RF_OutBSel, 
                     ARF_RegSel,
    input wire [3:0] RF_RegSel, RF_ScrSel, 
    input wire [4:0] ALU_FunSel,
    output reg Z, C, N, O
);
    wire [31:0] ALU_A, ALUOut, RF_I, ARF_I, MuxAOut, MuxBOut, MuxDOut;
    wire [7:0]  MEM_I, MemOut, MuxCOut;
    wire [31:0] OutA, OutB, DROut;
    wire [15:0] IROut, OutD, OutC, Address;
    ArithmeticLogicUnit ALU(.WF(ALU_WF),.FunSel(ALU_FunSel),
                        .A(ALU_A),.B(OutB),.Clock(Clock),
                        .ALUOut(ALUOut));
    RegisterFile RF(.I(RF_I),.Clock(Clock),.RegSel(RF_RegSel),
                .ScrSel(RF_ScrSel),.FunSel(RF_FunSel),
                .OutASel(RF_OutASel),.OutBSel(RF_OutBSel),.OutA(OutA),.OutB(OutB));
    AddressRegisterFile ARF(.I(ARF_I),.Clock(Clock),.RegSel(ARF_RegSel),
                      .FunSel(ARF_FunSel),.OutDSel(ARF_OutDSel),
                      .OutCSel(ARF_OutCSel),.OutD(OutD),.OutC(OutC));
    DataRegister DR(.I(MemOut),.Clock(Clock),.E(DR_E),.FunSel(DR_FunSel),.DROut(DROut));
    InstructionRegister IR(.I(MemOut),.Clock(Clock),.Write(IR_Write),.LH(IR_LH),.IROut(IROut));
    Memory MEM(.Data(MEM_I), .Address(OutD),.Clock(Clock), .MemOut(MemOut),.WR(Mem_WR),.CS(Mem_CS));
    assign Address = OutD;
    assign RF_I = MuxAOut;
    assign ARF_I = MuxBOut;
    assign MEM_I = MuxCOut;
    assign ALU_A = MuxDOut;
    MUX4_1_32bit MuxA (
        .in1(ALUOut),
        .in2({16'b0, OutC}),
        .in3(DROut),
        .in4({24'b0, IROut[7:0]}),
        .sel(MuxASel),
        .out(MuxAOut)
    );
    MUX4_1_32bit MuxB (
        .in1(ALUOut),
        .in2({16'b0, OutC}),
        .in3(DROut),
        .in4({24'b0, IROut[7:0]}),
        .sel(MuxBSel),
        .out(MuxBOut)
    );
    MUX4_1_8bit MuxC (
        .in1(ALUOut[7:0]),
        .in2(ALUOut[15:8]),
        .in3(ALUOut[23:16]),
        .in4(ALUOut[31:24]),
        .sel(MuxASel),
        .out(MuxCOut)
    );
    MUX2_1_32bit MuxD (
        .in1(OutA),
        .in2({16'b0, OutC}),
        .sel(MuxDSel),
        .out(MuxDOut)
    );
endmodule
File: design/flow/run.sh
#!/bin/bash
# OpenROAD 26Q1-2900-gdf79404cd8, Yosys 0.63+post, stock flow scripts
make -C /OpenROAD-flow-scripts/flow DESIGN_CONFIG=/design/flow/config.mk WORK_HOME=/design/flow/orfs finish
File: design/flow/config.mk
export PLATFORM = sky130hd
export DESIGN_NAME = MUX2_1_32bit
export DESIGN_NICKNAME = MUX2_1_32bit
export VERILOG_FILES = /design/flow/design.v
export SDC_FILE = /design/flow/constraint.sdc
export NUM_CORES = 4
export LEC_CHECK = 1
export CORE_AREA = 10 10 71 71
export DIE_AREA = 0 0 81 81
File: design/flow/constraint.sdc
current_design MUX2_1_32bit

set clk_period 1.0
set clk_io_pct 0.2

create_clock -name clk0 -period $clk_period

set non_clock_inputs [all_inputs -no_clocks]
set_input_delay [expr $clk_period * $clk_io_pct] -clock clk0 $non_clock_inputs
set_output_delay [expr $clk_period * $clk_io_pct] -clock clk0 [all_outputs]
==> Implementation_results.wiki <==
== Flow metrics ==
{| class="wikitable"
! Metric !! Value
|-
| Sequential Power Share || 0
|-
| Detailed Routing Iterations Pass 1 || 2
|-
| Largest non-sequential cell family by area || multiplexers
|-
| Crit-path max FO || 6
|-
| Die Height || 81 um
|-
| Fraction of the yosys area taken by sequential cells || 0
|-
| Min cycle time layout || 1.179 ns
|-
| Number of DRC violations after detailed routing || 0
|-
| Internal Power || 486.7 uW
|-
| Critical Path AT || 0.98 ns
|-
| Cell count in the Yosys report || 36
|-
| Most prevalent standard cell on the critical path || buf_12
|-
| Synthesis Warnings || 1
|-
| PnR worst setup slack || -0.1791 ns
|-
| Run status || finished, violations left
|-
| Area share of the largest cell type after synthesis || 0.8276
|-
| Global-route wire length before repair || 4140 um
|-
| Required arrival time at the worst endpoint || 0.80 ns
|-
| Number of instances in the synthesized netlist || 36
|-
| Hold-fix buffers, CTS || 0
|-
| Residual antenna-violating net count after detailed routing || 0
|-
| Cell-by-cell trace of the critical path || buf_12 -> buf_12 -> buf_12 -> mux2_4 -> buf_6
|-
| Final design utilization || 0.4377
|-
| Die area || 6561 sq um
|-
| Global-route congestion overflow total || 0
|-
| Worst slew margin || 0.9420
|-
| Share of final-layout standard cells stronger than drive strength 1 || 0.5396
|-
| Total global routing track utilization || 0.07789
|-
| Switching part of the total || 0.2197
|-
| Number of warnings in the stage logs || 34
|-
| Achievable frequency || 848.1 MHz
|-
| Post-route worst hold slack || 0.6905 ns
|-
| HPWL after DPL || 2496 um
|-
| Routed via count divided by cell count || 3.824
|-
| Worst IR drop on VDD || 168.8 uV
|-
| Reported leakage power || 0.0008722 uW
|-
| Path class of the lowest-slack min-delay path || input pin to output pin
|-
| Clock buffer instance count of the final layout || 0
|-
| Count of boundary I/O pins || 97
|-
| Final wirelength || 2877 um
|-
| # port buffers || 97
|-
| Rows || 22
|-
| Post-synthesis cell area || 544.3 sq um
|-
| Top cells, area || mux2_4, buf_12, mux2_2
|-
| NetSw || 137.1 uW
|-
| Hold Vio Cnt, Final || 0
|-
| Most common library cells after synthesis || mux2_4, buf_12, mux2_2, buf_6
|-
| Violated checks || setup timing
|-
| Area Growth Syn to Fin || 192.2%
|-
| Fraction of power consumed by combinational cells || 1.000
|-
| Critical Path Slowest Stage Cell || mux2_4
|-
| Critical Path Sink Type || output pin
|-
| Via count of the first global-routing pass || 764
|-
| Crit share post-route || 1.179
|-
| Placed inst area || 1539 sq um
|-
| Distinct lib cells used || 4
|-
| Width of the die || 81 um
|-
| Startpoint types || input pin
|-
| Area of all sequential standard cells || 0 sq um
|-
| Simple share || 0
|-
| Design area || 1590 sq um
|-
| Effective utilization at floorplan || 0.1498
|-
| Number of max-cap violations || 0
|-
| Vias post-DR || 715
|-
| Final antenna diode count || 0
|-
| Slowest stage delay, CP || 0.29 ns
|-
| Floorplan core area || 3633 sq um
|-
| Initial antenna violation count || 0
|-
| Slew Viols, Final || 0
|-
| Yosys synthesis chip area || 544.3 sq um
|-
| Leading area contributor after synthesis || mux2_4
|-
| Worst setup timing slack at the placement stage || -0.5123 ns
|-
| Synthesized area divided by synthesized cell count || 15.12 sq um
|-
| Maximum number of pins on one net before global-route repair || 11
|-
| Clock network fraction of total power || 0
|-
| Most repeated cell in the gate-level netlist after synthesis || mux2_4
|-
| Fill cell instance count of the final layout || 357
|-
| Power per Cell Area || 392.3 nW/um^2
|-
| Final weighted congestion in routability-driven placement || 0.8322
|-
| Number of endpoints failing setup at the final stage || 32
|-
| Actual slew at the worst max-slew pin || 0.08696 ns
|-
| Critical path class || input pin to output pin
|-
| Average wire per cell in the routed design || 15.39 um
|-
| Drt initial violations || 3
|-
| Flop count || 0
|-
| Post-synthesis adder-cell area fraction || 0
|-
| RSZ-0062 raised after global routing || true
|-
| Compound-gate portion of the synthesized area || 0
|-
| Xor+xnor area frac || 0
|-
| Mux cell area share || 0.8690
|}
==> logic make-up after synthesis <==
family,after synthesis
buf+inv,4
mux,32
==> power groups by stage <==
stage	registers, uW	logic (uW)	clock network [uW]
after global routing	0	666	0
after CTS	0	614	0
final	0	624	0
==> layout make-up <==
| type | instances | area [sq um] | share of cell area |
|---|---|---|---|
| well taps | 48 | 60.06 | 0.03777 |
| multi-input cells | 32 | 476.7 | 0.2998 |
| repair buffers | 107 | 1054 | 0.6625 |
==> through the flow <==
| step | power (uW) | TNS (ns) | instances |
|---|---|---|---|
| after global placement | 656.3 | -15.61 | 179 |
| after CTS | 614.0 | -3.621 | 186 |
| after detailed placement | 660.6 | -15.81 | 179 |
| after floorplan | 206.3 | 0 | 36 |
| after global routing | 665.8 | -3.864 | 187 |
| final | 623.8 | -3.304 | 187 |
==> path summary, 6_finish.rpt <==
| path | start | endpoint | slack, ns | cells after the start |
|---|---|---|---|---|
| worst min-delay path | in2[29] | out[29] | 0.69 | 3 |
| worst max-delay path | sel | out[4] | -0.18 | 5 |
==> what timing repair did <==
| action | in CTS | in global routing |
|---|---|---|
| buffers inserted | 5 | 1 |
| endpoints found under the setup margin | 32 | 32 |
| cloned | 2 | 0 |
| resized | 171 | 10 |
==> routing by layer <==
layer	vias up	part of all wire	global-route usage
li1	345	-	-
met1	320	0.37	0.09026
met2	50	0.50	0.1425
met3	0	0.12	0.02784
met4	0	0	0
met5	-	0	0
==> critical path: cells and delay by family <==
kind / cells / cell delay, ns
buffers and inverters: 4 / 0.48
muxes: 1 / 0.29
==> placed cells by master, fill, tap and decap left out <==
cell type,instances
clkdlybuf4s50_1,9
buf_12,4
buf_4,1
dlymetal6s2s_1,4
dlygate4sd2_1,51
mux2_4,31
buf_2,13
buf_6,23
mux2_2,1
buf_16,2
Power figures rest on the tool's default switching activity, not on a simulated workload.
