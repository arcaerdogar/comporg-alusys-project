==> ./design.v <==
module ArithmeticLogicUnit(
    input wire [31:0] A, B,
    input wire [4:0] FunSel,
    input wire WF,
    output wire [31:0] ALUOut,
    output reg [3:0] FlagsOut,
    input wire Clock
    );
    wire [16:0] sum16 = {1'b0, A[15:0]} + {1'b0, B[15:0]};
    wire [16:0] sum16carry = {1'b0, A[15:0]} + {1'b0, B[15:0]} + FlagsOut[2];
    wire [16:0] subs16 = {1'b0, A[15:0]} - {1'b0, B[15:0]};
    wire [32:0] sum32 = {1'b0, A} + {1'b0, B};
    wire [32:0] sum32carry = {1'b0, A} + {1'b0, B} + FlagsOut[2];
    wire [32:0] subs32 = {1'b0, A} - {1'b0, B};
    wire [15:0] and16 = A[15:0] & B[15:0];
    wire [15:0] or16 = A[15:0] | B[15:0];
    wire [15:0] xor16 = A[15:0] ^ B[15:0];
    wire [15:0] nand16 = ~(A[15:0] & B[15:0]);
    wire [31:0] and32 = A & B;
    wire [31:0] or32 = A | B;
    wire [31:0] xor32 = A ^ B;
    wire [31:0] nand32 = ~(A & B);
    wire [31:0] lsl16 = {16'b0, A[15:0] << 1};
    wire [31:0] lsr16 = {16'b0, A[15:0] >> 1};
    wire [31:0] asr16 = {16'b0, $signed(A[15:0]) >>> 1};
    wire [31:0] csl16 = {16'b0, A[14:0], FlagsOut[2]};
    wire [31:0] csr16 = {16'b0, FlagsOut[2], A[15:1]};
    wire [31:0] lsl32 = A << 1;
    wire [31:0] lsr32 = A >> 1;
    wire [31:0] asr32 = $signed(A) >>> 1;
    wire [31:0] csl32 = {A[30:0], FlagsOut[2]};
    wire [31:0] csr32 = {FlagsOut[2], A[31:1]};
    assign ALUOut = (FunSel == 5'b00000) ? {16'b0, A[15:0]} :
                (FunSel == 5'b00001) ? {16'b0, B[15:0]} :
                (FunSel == 5'b10000) ? A :
                (FunSel == 5'b10001) ? B :
                (FunSel == 5'b00010) ? {16'b0, ~A[15:0]} :
                (FunSel == 5'b00011) ? {16'b0, ~B[15:0]} :
                (FunSel == 5'b10010) ? ~A :
                (FunSel == 5'b10011) ? ~B :
                (FunSel == 5'b00100) ? {16'b0, sum16[15:0]} :
                (FunSel == 5'b00101) ? {16'b0, sum16carry[15:0]} :
                (FunSel == 5'b00110) ? {16'b0, subs16[15:0]} :
                (FunSel == 5'b10100) ? sum32 :
                (FunSel == 5'b10101) ? sum32carry :
                (FunSel == 5'b10110) ? subs32 :
                (FunSel == 5'b00111) ? {16'b0, and16} :
                (FunSel == 5'b01000) ? {16'b0, xor16} :
                (FunSel == 5'b01001) ? {16'b0, xor16} :
                (FunSel == 5'b01010) ? {16'b0, nand16} :
                (FunSel == 5'b10111) ? and32 :
                (FunSel == 5'b11000) ? or32 :
                (FunSel == 5'b11001) ? xor32 :
                (FunSel == 5'b11010) ? nand32 :
                (FunSel == 5'b01011) ? lsl16 :
                (FunSel == 5'b01100) ? lsl16 :
                (FunSel == 5'b01101) ? asr16 :
                (FunSel == 5'b01110) ? csl16 :
                (FunSel == 5'b01111) ? csr16 :
                (FunSel == 5'b11011) ? lsl32 :
                (FunSel == 5'b11100) ? lsr32 :
                (FunSel == 5'b11101) ? asr32 :
                (FunSel == 5'b11110) ? csl32 :
                (FunSel == 5'b11111) ? csr32 :
                32'b0;
    always @(posedge Clock) begin
        case(FunSel)
            5'b00000: begin
                if(WF) begin
                    FlagsOut[3] <= A[15:0]==16'b0;
                    FlagsOut[1] <= A[15];
                end
            end
            5'b00001: begin
                if(WF) begin
                    FlagsOut[3] <= B[15:0]==16'b0;
                    FlagsOut[1] <= B[15];
                end
            end
            5'b10000: begin
                if(WF) begin
                    FlagsOut[3] <= A == 32'b0;
                    FlagsOut[1] <= A[31];
                end
            end
            5'b10001: begin
                if(WF) begin
                    FlagsOut[3] <= B == 32'b0;
                    FlagsOut[1] <= B[31];
                end
            end
            5'b00010: begin
                if(WF) begin
                    FlagsOut[3] <= ~A[15:0]==16'b0;
                    FlagsOut[1] <= ~A[15];
                end
            end
            5'b00011: begin
                if(WF) begin
                    FlagsOut[3] <= ~B[15:0]==16'b0;
                    FlagsOut[1] <= ~B[15];
                end
            end
            5'b10010: begin
                if(WF) begin
                    FlagsOut[3] <= ~A == 32'b0;
                    FlagsOut[1] <= ~A[31];
                end
            end
            5'b10011: begin
                if(WF) begin
                    FlagsOut[3] <= ~B == 32'b0;
                    FlagsOut[1] <= ~B[31];
                end
            end
            5'b00100: begin
                if(WF) begin
                    FlagsOut[3] <= sum16[15:0] == 16'b0;
                    FlagsOut[2] <= sum16[16];
                    FlagsOut[1] <= sum16[15];
                    FlagsOut[0] <= (A[15] == B[15]) && (sum16[15] != A[15]);
                end
            end
            5'b00101: begin
                if(WF) begin
                    FlagsOut[3] <= sum16carry[15:0] == 16'b0;
                    FlagsOut[2] <= sum16carry[16];
                    FlagsOut[1] <= sum16carry[15];
                    FlagsOut[0] <= (A[15] == B[15]) && (sum16carry[15] != A[15]);
                end
            end
            5'b00110: begin
                if(WF) begin
                    FlagsOut[3] <= subs16[15:0] == 16'b0;
                    FlagsOut[2] <= subs16[16];
                    FlagsOut[1] <= subs16[15];
                    FlagsOut[0] <= (A[15] != B[15]) && (subs16[15] != A[15]);
                end
            end
            5'b10100: begin
                if(WF) begin
                    FlagsOut[3] <= sum32[31:0] == 32'b0;
                    FlagsOut[2] <= sum32[32];
                    FlagsOut[1] <= sum32[31];
                    FlagsOut[0] <= (A[31] == B[31]) && (sum32[31] != A[31]);
                end
            end
            5'b10101: begin
                if(WF) begin
                    FlagsOut[3] <= sum32carry[31:0] == 32'b0;
                    FlagsOut[2] <= sum32carry[32];
                    FlagsOut[1] <= sum32carry[31];
                    FlagsOut[0] <= (A[31] == B[31]) && (sum32carry[31] != A[31]);
                end
            end
            5'b10110: begin
                if(WF) begin
                    FlagsOut[3] <= subs32[31:0] == 32'b0;
                    FlagsOut[2] <= subs32[32];
                    FlagsOut[1] <= subs32[31];
                    FlagsOut[0] <= (A[31] != B[31]) && (subs32[31] != A[31]);
                end
            end
            5'b00111: begin
                if(WF) begin 
                    FlagsOut[3] <= and16 == 0;
                    FlagsOut[1] <= and16[15];
                end
            end
            5'b01000: begin
                if(WF) begin 
                    FlagsOut[3] <= or16 == 0;
                    FlagsOut[1] <= or16[15];
                end
            end
            5'b01001: begin
                if(WF) begin 
                    FlagsOut[3] <= xor16 == 0;
                    FlagsOut[1] <= xor16[15];
                end
            end
            5'b01010: begin
                if(WF) begin 
                    FlagsOut[3] <= nand16 == 0;
                    FlagsOut[1] <= nand16;
                end
            end
            5'b10111: begin
                if(WF) begin 
                    FlagsOut[3] <= and32 == 0;
                    FlagsOut[1] <= and32[31];
                end
            end
            5'b11000: begin
                if(WF) begin 
                    FlagsOut[3] <= or32 == 0;
                    FlagsOut[1] <= or32[31];
                end
            end
            5'b11001: begin
                if(WF) begin 
                    FlagsOut[3] <= xor32 == 0;
                    FlagsOut[1] <= xor32[31];
                end
            end
            5'b11010: begin
                if(WF) begin 
                    FlagsOut[3] <= nand32 == 0;
                    FlagsOut[1] <= nand32[31];
                end
            end
            5'b01011: begin
                if(WF) begin
                    FlagsOut[3] <= lsl16 == 32'b0;
                    FlagsOut[2] <= A[15];
                    FlagsOut[1] <= lsl16[15];
                end
            end
            5'b01100: begin
                if(WF) begin
                    FlagsOut[3] <= lsr16 == 32'b0;
                    FlagsOut[2] <= A[0];
                    FlagsOut[1] <= lsr16[15];
                end
            end
            5'b01101: begin
                if(WF) begin
                    FlagsOut[3] <= asr16 == 32'b0;
                end
            end
            5'b01110: begin
                if(WF) begin
                    FlagsOut[3] <= csl16 == 32'b0;
                    FlagsOut[2] <= A[15];
                    FlagsOut[1] <= csl16[15];
                end
            end
            5'b01111: begin
                if(WF) begin
                    FlagsOut[3] <= csr16 == 32'b0;
                    FlagsOut[2] <= A[0];
                    FlagsOut[1] <= csr16[15];
                end
            end
            5'b11011: begin
                if(WF) begin
                    FlagsOut[3] <= lsl32 == 32'b0;
                    FlagsOut[2] <= A[31];
                    FlagsOut[1] <= lsl32[31];
                end
            end
            5'b11100: begin
                if(WF) begin
                    FlagsOut[3] <= lsr32 == 32'b0;
                    FlagsOut[2] <= A[0];
                    FlagsOut[1] <= lsr32[31];
                end
            end
            5'b11101: begin
                if(WF) begin
                    FlagsOut[3] <= asr32 == 32'b0;
                end
            end
            5'b11110: begin
                if(WF) begin
                    FlagsOut[3] <= csl32 == 32'b0;
                    FlagsOut[2] <= A[31];
                    FlagsOut[1] <= csl32[31];
                end
            end
            5'b11111: begin
                if(WF) begin
                    FlagsOut[3] <= csr32 == 32'b0;
                    FlagsOut[2] <= A[0];
                    FlagsOut[1] <= csr32[31];
                end
            end
        endcase
    end
endmodule
==> ./run.sh <==
#!/bin/bash
# OpenROAD 26Q1-2900-gdf79404cd8, Yosys 0.63+post, stock flow scripts
make -C /OpenROAD-flow-scripts/flow DESIGN_CONFIG=/design/flow/config.mk WORK_HOME=/design/flow/orfs finish
==> ./config.mk <==
export PLATFORM = sky130hd
export DESIGN_NAME = ArithmeticLogicUnit
export DESIGN_NICKNAME = ArithmeticLogicUnit
export VERILOG_FILES = /design/flow/design.v
export SDC_FILE = /design/flow/constraint.sdc
export NUM_CORES = 4
export LEC_CHECK = 1
export CORE_UTILIZATION = 40
==> ./constraint.sdc <==
current_design ArithmeticLogicUnit

set clk_period 19.5
set clk_io_pct 0.2

create_clock -name clk0 -period $clk_period [get_ports {Clock}]

set non_clock_inputs [all_inputs -no_clocks]
set_input_delay [expr $clk_period * $clk_io_pct] -clock clk0 $non_clock_inputs
set_output_delay [expr $clk_period * $clk_io_pct] -clock clk0 [all_outputs]
==> impl_metrics.ini <==
; physical design summary
[status]
status = complete, no violations

[finish]
final_common_cell = a21oi_1
seq_area_sq_um = 120.1
top_regs = FlagsOut (4)
logic_area_sq_um = 9952
area_growth_pct = 13.35
n_fill_cell = 2793
largest_reg_flops = 4
drive_gt1_frac = 0.05348
top_register = FlagsOut
final_cell_mix = a21oi_1, nor2_1, o21ai_0

[synth]
async_flop_share = 0
synth_seq_share = 0.01092
edf_count = 4
yosysTopAreaCell = ha_1
synthTopCellsByArea = ha_1, a21oi_1, o21ai_0
ys.flops = 4
synth_cells = 1761
ff_type = edfxtp_1
ys_cells = 1761
synth_warnings = 1
syn_area_per_cell_sq_um = 6.249
yosysUniqueCellTypes = 85
synth_area_sq_um = 11000
ys_area_sq_um = 11000
yosysTopAreaCellShare = 0.1114

[cts]
cts_htree_levels = 1
cts_resized = 0
path_clk_slew_ns = 0.03
clock-sinks = 4
clk_path_buf_depth = 2
post-cts-setup-buffers = 0
cts_root_buf = clkbuf_16
holdBufCountCts = 0
clock_latency_ns = 0.22
cts_tree = built
cts_buffers = 3

[critical_path]
rr_worst_depth = 13
timing.rr.end = FlagsOut[3]$_DFFE_PP_
slowest_stage = clkdlybuf4s50_1
regToRegSetupSlack_ns = 14.75
cp.required_ns = 15.60
cp.buffers_inverters = 3
end_kind = output pin
cp_slowest_stage_delay_ns = 0.86
crit_chain = clkdlybuf4s50_1 > inv_1 > ha_1 > and2_1 > nand3_1 > a211oi_1 > o21ai_0 > a211o_1 > a31oi_1 > xnor2_1 > nand3_1 > nor2_2 > xnor2_1 > o22ai_1 > o21ai_0 > clkdlybuf4s50_1
path_class = in2out
cp.arrival_ns = 10.11
critPathMaxFanout = 14
startpoint_type = input pin
r2r_start = FlagsOut[2]$_DFFE_PP_
critPathTopFamily = AND-OR/OR-AND gates

[timing]
worst_slack_ns = 5.490
slew_headroom = 0.3418
period_used_share = 0.7185
hold_viol_final = 0
clock.fmax_ghz = 0.07138
fin_skew_ns = 0.0007122
min_period_ns = 14.01
final-setup-viol-count = 0
worst_pin_slew_ns = 0.9782
rsz0062_at_grt = no
fin_setup_tns_ns = 0
slew_viol_final = 0

[die]
io_pins = 107
die_h_um = 167.9
fp_util = 0.4083
core-area_sq_um = 26950
die_x_um = 167.9
die_area_sq_um = 28180
fp-row-count = 60

[pwr]
static-leakage-power_uw = 0.004728
vdd_ir_drop_max_uv = 22.23
power_density_nw_per_um2 = 39.49

[hold_path]
min_delay_path_depth = 7
min_from = FlagsOut[2]$_DFFE_PP_
worstHoldPathType = reg2reg
hold_end = FlagsOut[1]$_DFFE_PP_

[placement]
dp_hpwl_um = 52890
io_buffers = 106
post-place-ws_ns = 5.845
place_congestion = 1.103

[grt]
antenna_found_initial = 1
gr-usage-all-layers = 0.4844
overflow = 0
grt_max_degree = 54
grt_pass1_vias = 13910
grt_first_pass_wirelength_um = 98570

[detailed_routing]
drtIter0Drc = 2566
vias = 15640
n_antenna_cell = 0
totalWireLength_um = 68570
post-route-drc-count = 0
dr.pass1.iters = 6
ant_nets = 0
routedWlPerCell_um = 32.10
via_per_inst = 7.324

[flow_run]
warnings = 89
maxCapViolCount = 0
## worst max-delay path by stage
stage,startpoint,slack [ns],depth (start not counted),endpoint
4_1_cts,B[0],5.82,16,ALUOut[19]
5_1_grt,B[0],5.35,16,ALUOut[30]
6_report,A[15],5.49,16,ALUOut[31]
## stage by stage
step | std cells | util | area (sq um) | hold slack (ns) | total power, uW
finish | 2136 | 0.4628 | 12470 | 1.359 | 492.6
global route | 2136 | 0.4628 | 12470 | 1.471 | 516.4
CTS | 2136 | 0.4628 | 12470 | 1.344 | 471.2
detailed placement | 2133 | 0.4600 | 12400 | 1.344 | 437.2
global placement | 2133 | 0.4600 | 12400 | 1.312 | 440.7
floorplan | 1761 | - | 11000 | 1.056 | 266.5
## logic make-up after synthesis
kind of cell | Yosys count | synth area share
compound gates | 674 | 0.4085
xor+xnor | 96 | 0.07709
fa+ha+maj | 100 | 0.1151
buf+inv | 243 | 0.08493
flops | 4 | 0.01092
mux | 21 | 0.01933
simple gates | 623 | 0.2841
## synth_stat cells (all sizes together), types with 35 or more instances
cell / number
inv: 109
xnor2: 77
clkbuf: 107
nand3: 41
a221oi: 49
nand2: 143
nor4: 49
a21oi: 165
nor3: 51
o22ai: 35
o21ai: 150
ha: 98
nor2: 163
nand4: 62
## power breakdown
group	internal, uW	switching [uW]	leakage (uW)	total, uW
Sequential	10.6	0.693	0.0000374	11.3
Combinational	158	291	0.00465	450
Clock	26.2	5.54	0.0000370	31.7
## layout make-up
| class | instances | share of cell area |
|---|---|---|
| tap | 341 | 0.03421 |
| inverter | 110 | 0.03310 |
| clock buffer | 3 | 0.006019 |
| timing repair buffer | 164 | 0.1192 |
| sequential | 4 | 0.009630 |
| multi-input combinational | 1514 | 0.7979 |
## worst register-to-register path, stage by stage (launching register included)
cell and delay (ns):
edfxtp_1 0.53, ha_1 0.28, ha_1 0.27, o211ai_1 0.19, nor4_1 0.40, nand4_1 0.24, or3_1 0.47, or4_4 0.55
nor2_1 0.24, nand2_1 0.11, mux2i_1 0.29, o211ai_1 0.13, or4_1 0.54, o21ai_1 0.30
## routing by layer
layer	wire, um	global-route usage	share of wire
met1	28200	0.6830	0.41
met2	25770	0.6379	0.38
met3	11230	0.2205	0.16
met4	3350	0.1703	0.049
met5	19	0.01043	0.00028
No activity file was given, so power comes from the tool's default toggle rates.
